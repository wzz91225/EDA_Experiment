$ cat run.sh
#!/bin/bash
# OpenROAD 26Q1-2900-gdf79404cd8, Yosys 0.63+post, stock flow scripts
make -C /OpenROAD-flow-scripts/flow DESIGN_CONFIG=/design/flow/config.mk WORK_HOME=/design/flow/orfs finish
$ cat config.mk
export PLATFORM = sky130hd
export DESIGN_NAME = VGA_DISPLAY_BACK
export DESIGN_NICKNAME = VGA_DISPLAY_BACK
export VERILOG_FILES = /design/flow/design.v
export SDC_FILE = /design/flow/constraint.sdc
export NUM_CORES = 4
export LEC_CHECK = 1
export CORE_UTILIZATION = 30
$ cat design.v
`timescale 1 ps/1 ps
module VGA_DISPLAY_BACK (
	input						VGA_CLK					,  
	input						RST_N					,  
	input						VGA_IF_RGBEN_1			,  
	input			[10:0]		DISPLAY_X				,  
	input			[10:0]		DISPLAY_Y				,  
	input			[10:0]		CURRENT_X				,  
	input			[10:0]		CURRENT_Y				,  
	output			[23:0]		VGA_BUF_RGB				   
);
	parameter					Color_Cnt_Num			= 24'd2_000_000	;	 
	parameter					RGB_Cnt_Num2			= 4'd0			;
	reg				[23:0]		r_VGA_BUF_RGB			;
	reg				[23:0]		r_color_cnt				;
	reg				[23:0]		r_rgb					;
	reg				[23:0]		r_rgb1					;
	reg				[23:0]		r_rgb2					;
	reg				[03:0]		r_rgbcnt2				;
	assign						VGA_BUF_RGB				= r_VGA_BUF_RGB;
	always @(posedge VGA_CLK or negedge RST_N) begin
		if (RST_N == 1'b0) begin
			r_VGA_BUF_RGB	<= 24'hff_ff_ff;
			r_rgb1			<= 24'hff_00_00;
			r_rgb2			<= 24'hff_00_00;
			r_rgbcnt2		<= 4'd0;
		end else begin
			if (VGA_IF_RGBEN_1) begin
				r_VGA_BUF_RGB	<= r_rgb2;
				if (CURRENT_X == (DISPLAY_X - 11'd1)) begin
					if (CURRENT_Y == (DISPLAY_Y - 11'd1)) begin
						r_rgb1		<= r_rgb;
						r_rgb2		<= r_rgb;
					end else begin
						r_rgb1		<= r_rgb1;
						r_rgb2		<= r_rgb1;
					end
				end else begin
					r_rgb1		<= r_rgb1;
					r_rgbcnt2	<= r_rgbcnt2 + 4'd1;
					if (r_rgbcnt2 == RGB_Cnt_Num2) begin
						r_rgbcnt2	<= 4'd0;
						if ((r_rgb2[23:16] == 8'hff) && (r_rgb2[15:8] < 8'hff) && (r_rgb2[7:0] == 8'h00)) begin
							r_rgb2[15:8]	<= r_rgb2[15:8] + 8'h1;
						end else if ((r_rgb2[23:16] > 8'h00) && (r_rgb2[15:8] == 8'hff) && (r_rgb2[7:0] == 8'h00)) begin
							r_rgb2[23:16]	<= r_rgb2[23:16] - 8'h1;
						end else if ((r_rgb2[23:16] == 8'h00) && (r_rgb2[15:8] == 8'hff) && (r_rgb2[7:0] < 8'hff)) begin
							r_rgb2[7:0]		<= r_rgb2[7:0] + 8'h1;
						end else if ((r_rgb2[23:16] == 8'h00) && (r_rgb2[15:8] > 8'h00) && (r_rgb2[7:0] == 8'hff)) begin
							r_rgb2[15:8]	<= r_rgb2[15:8] - 8'h1;
						end else if ((r_rgb2[23:16] < 8'hff) && (r_rgb2[15:8] == 8'h00) && (r_rgb2[7:0] == 8'hff)) begin
							r_rgb2[23:16]	<= r_rgb2[23:16] + 8'h1;
						end else if ((r_rgb2[23:16] == 8'hff) && (r_rgb2[15:8] == 8'h00) && (r_rgb2[7:0] > 8'h00)) begin
							r_rgb2[7:0]		<= r_rgb2[7:0] - 8'h1;
						end
					end
				end
			end else begin
				r_VGA_BUF_RGB	<= 24'h00_00_00;
			end
		end
	end
	always @(posedge VGA_CLK or negedge RST_N) begin
		if (RST_N == 1'b0) begin
			r_color_cnt	<= 24'd0;
			r_rgb		<= 24'hff_00_00;
		end else begin
			if (VGA_IF_RGBEN_1) begin
				if (r_color_cnt < Color_Cnt_Num) begin
					r_color_cnt	<= r_color_cnt + 24'd1;
				end else begin
					r_color_cnt	<= 24'd0;
					if ((r_rgb[23:16] == 8'hff) && (r_rgb[15:8] < 8'hff) && (r_rgb[7:0] == 8'h00)) begin
						r_rgb[15:8]		<= r_rgb[15:8] + 8'h1;
					end else if ((r_rgb[23:16] > 8'h00) && (r_rgb[15:8] == 8'hff) && (r_rgb[7:0] == 8'h00)) begin
						r_rgb[23:16]	<= r_rgb[23:16] - 8'h1;
					end else if ((r_rgb[23:16] == 8'h00) && (r_rgb[15:8] == 8'hff) && (r_rgb[7:0] < 8'hff)) begin
						r_rgb[7:0]		<= r_rgb[7:0] + 8'h1;
					end else if ((r_rgb[23:16] == 8'h00) && (r_rgb[15:8] > 8'h00) && (r_rgb[7:0] == 8'hff)) begin
						r_rgb[15:8]		<= r_rgb[15:8] - 8'h1;
					end else if ((r_rgb[23:16] < 8'hff) && (r_rgb[15:8] == 8'h00) && (r_rgb[7:0] == 8'hff)) begin
						r_rgb[23:16]	<= r_rgb[23:16] + 8'h1;
					end else if ((r_rgb[23:16] == 8'hff) && (r_rgb[15:8] == 8'h00) && (r_rgb[7:0] > 8'h00)) begin
						r_rgb[7:0]		<= r_rgb[7:0] - 8'h1;
					end
				end
			end
		end
	end
endmodule
$ cat constraint.sdc
current_design VGA_DISPLAY_BACK

set clk_period 3.9
set clk_io_pct 0.2

create_clock -name clk0 -period $clk_period [get_ports {VGA_CLK}]

set non_clock_inputs [all_inputs -no_clocks]
set_input_delay [expr $clk_period * $clk_io_pct] -clock clk0 $non_clock_inputs
set_output_delay [expr $clk_period * $clk_io_pct] -clock clk0 [all_outputs]
==> flow_summary.yaml <==
# physical design summary
drt:
  maxUsedRoutingLayer: "met4"
  antenna_violating_nets_post_route: 0
  detailedRoute.firstPassIterationCount: 55
  drt_iter0_markers: 329
  num_antenna_cells: 0
  vias_per_cell: 5.01
  avgRoutedWirePerCell_um: 14.3
  vias: 6274
  totalWireLength_um: 17900
  routed-wl-met3_um: 770
  drt-met1-wl_um: 8660
  wl_met2_um: 8160
  post-route-drc-count: 0
critical_path:
  worst_path_largest_cell_delay_ns: 0.74
  worstSetupStartpointType: "flop"
  cpMaxStageDelayCell: "sky130_fd_sc_hd__or4_1"
  critPathKind: "reg -> reg"
  setup.worst_path.end_class: "flop"
  worst-endpoint-arrival_ns: 3.91
  timing.reg2reg.setup_slack_ns: 0.32
  crit_path_top_cell_by_count: "sky130_fd_sc_hd__a21oi_1"
  cpLargestDelayFamily: "AND-OR/OR-AND gates"
  chain_of_cells_forming_the_critical_path: "nor4_1 > nand2_1 > or4_1 > ha_1 > a21o_1 > a21oi_1 > o21bai_1 > a2111oi_0 > o21ai_0 > a21oi_1 > xor2_1"
  worstPathRequired_ns: 4.23
  crit_path_max_fanout: 10
  critical_path_buf_inv_count: 0
sta:
  drv_slew: 0
  peak_freq_mhz: 280
  final.setup.tns_ns: 0
  worstMarginPinSlew_ns: 0.698
  skew_ns: 0.00662
  grt_setup_unrepaired: "false"
  finalHoldWorstSlack_ns: 0.473
  finalClockPeriodUsage: 0.917
  timing.max_slew.rel_slack: 0.534
  setup_viol_count_final: 0
  final.min_clock_period_ns: 3.58
  hold_viol_final: 0
layout:
  num-fill-cells: 2480
  ff_latch_area_um2: 3160
  layout.cell_area.non_filler_um2: 9860
  final_layout_top_logic_cells: "sky130_fd_sc_hd__dfrtp_1 (76), sky130_fd_sc_hd__clkdlybuf4s50_1 (69), sky130_fd_sc_hd__nor2_1 (62)"
  finalNonFillerCells: 1252
  drive_above_1_share: 0.168
  areaGrowthSynthToFinish_pct: 22.5
  mi_logic_area_um2: 4650
  mostFrequentLayoutCell: "sky130_fd_sc_hd__dfrtp_1"
place:
  placer_congestion_estimate: 0.874
  placed_instances: 1220
  detailed_place_hpwl_um: 13000
  placed_cell_area_um2: 9290
  io_buf_count: 70
logic_synthesis:
  ys_chip_area_um2: 8050
  synth_cell_type_count: 72
  post_synth_edffs: 0
  synth_sequential_area_ratio: 0.393
  synth-warning-count: 1
  yosysCellCount: 811
  synth-main-ff-cell: "sky130_fd_sc_hd__dfrtp_1"
  asyncSetResetFlopFracSynth: 1.00
  synth.ff_latch_count: 124
  synth.avg_cell_area_um2: 9.93
  syn_area_um2: 8050
  postSynthCellCount: 811
grt:
  gr-usage-all-layers: 0.138
  antenna_found_initial: 0
  gr-total-overflow: 0
  grt_first_pass_wirelength_um: 30600
  first_global_vias: 6025
  grt_max_degree: 125
power:
  vdd.ir_drop.worst_v: 0.000260
  power-per-cell-area_nw_per_um2: 326
  totalPowerFinal_uw: 3210
  leakagePower_uw: 0.00424
cts:
  worstSkewPairLatency_ns: 0.41
  clock_sink_count: 124
  ctsRootBufferMaster: "sky130_fd_sc_hd__clkbuf_16"
  cts.clk_slew.worst_paths_ns: 0.06
  clock_path_buffers: 2
  cts_made_buffers: 17
  post-cts-setup-buffer-count: 0
  clock_tree.htree_level_count: 4
  clock_tree_from_tritoncts: "done"
floorplan:
  fp.coreArea_um2: 26200
  floorplan.die.width_um: 166
  initial_utilization: 0.307
  die-area_um2: 27500
  boundaryPins: 71
  fp.dieH_um: 166
  rows: 59
hold_path:
  worst_hold_path_type: "reg -> reg"
outcome:
  status: "finished clean"
job:
  openroad.warnings: 28
  max-cap-violations: 0
-- stage by stage --
step | worst slack [ns] | util
finish | 0.323 | 0.376
global route | 0.00261 | 0.376
CTS | 0.286 | 0.376
detailed placement | 0.114 | 0.354
global placement | 0.141 | 0.354
floorplan | 0.676 | -
-- synth_stat cells, types with 3 or more instances --
cell	n	share of area
sky130_fd_sc_hd__dfstp_2	48	0.16
sky130_fd_sc_hd__buf_2	6	0.0037
sky130_fd_sc_hd__nand2b_1	4	0.0031
sky130_fd_sc_hd__o21a_1	4	0.0037
sky130_fd_sc_hd__o221ai_1	14	0.015
sky130_fd_sc_hd__o21bai_1	8	0.0075
sky130_fd_sc_hd__a31oi_1	3	0.0023
sky130_fd_sc_hd__nor2b_1	4	0.0031
sky130_fd_sc_hd__xor2_1	35	0.038
sky130_fd_sc_hd__nand4_1	21	0.016
sky130_fd_sc_hd__o21ai_0	27	0.017
sky130_fd_sc_hd__inv_1	31	0.014
sky130_fd_sc_hd__a2111oi_0	3	0.0033
sky130_fd_sc_hd__ha_1	41	0.064
sky130_fd_sc_hd__nor3_1	23	0.014
sky130_fd_sc_hd__or3_1	9	0.0070
sky130_fd_sc_hd__or2_2	9	0.0070
sky130_fd_sc_hd__mux2i_1	24	0.030
sky130_fd_sc_hd__and3_1	12	0.0093
sky130_fd_sc_hd__nor3b_1	5	0.0047
sky130_fd_sc_hd__dfrtp_1	76	0.24
sky130_fd_sc_hd__mux2_1	20	0.028
sky130_fd_sc_hd__a21oi_1	32	0.020
sky130_fd_sc_hd__fa_1	6	0.015
sky130_fd_sc_hd__a21boi_0	4	0.0037
sky130_fd_sc_hd__nand3b_1	3	0.0028
sky130_fd_sc_hd__a221oi_1	4	0.0044
sky130_fd_sc_hd__nor4_1	13	0.010
sky130_fd_sc_hd__or4_4	3	0.0042
sky130_fd_sc_hd__xnor2_1	45	0.049
sky130_fd_sc_hd__o41ai_1	3	0.0033
sky130_fd_sc_hd__a21o_1	11	0.010
sky130_fd_sc_hd__and2_1	17	0.013
sky130_fd_sc_hd__nand2_1	49	0.023
sky130_fd_sc_hd__nor2_1	62	0.029
sky130_fd_sc_hd__o211ai_1	8	0.0075
sky130_fd_sc_hd__nor4b_1	3	0.0033
sky130_fd_sc_hd__clkbuf_1	15	0.0070
sky130_fd_sc_hd__mux2_2	19	0.027
sky130_fd_sc_hd__or4_1	12	0.011
sky130_fd_sc_hd__nand3_1	35	0.022
-- worst register-to-register path, delay by kind of cell, from the launching register on --
kind	cells	cell delay, ns
xor gates and xnor gates	1	0.16
adders and majority gates	1	0.36
DFF	1	0.46
and+or+nand+nor	3	1.19
AOI/OAI and AO/OA	6	1.34
-- where the power goes --
part           switching, uW  internal, uW  total [uW]
clock network            586           939        1520
registers               39.3          1330        1370
logic                    156           156         312
-- path summary, 6_finish.rpt --
check,to,cells past startpoint,start
max,r_rgb[15],11,r_rgb[1]
max in group asynchronous,r_rgb2[11],2,RST_N
max reg2reg,r_rgb[15],11,r_rgb[1]
min,r_rgbcnt2[3],1,r_rgbcnt2[3]
min reg2reg,r_rgbcnt2[3],1,r_rgbcnt2[3]
min in group asynchronous,r_rgb1[5],2,RST_N
-- area by class of cell --
cell class              instances  area share
well taps                     335      0.0425
inverters                      32      0.0122
flip-flops and latches        124       0.321
clock buffers                  18      0.0435
repair buffers                 98      0.0946
multi-input cells             631       0.472
clock inverters                14      0.0148
-- state kept, by name, indices dropped and copies added (netlist names) --
name	count
r_VGA_BUF_RGB	24
r_color_cnt	24
r_rgb	24
r_rgb1	24
r_rgb2	24
r_rgbcnt2	4
-- per-layer routing --
metal  vias to the layer above  GRT usage
met1                      2962      0.212
met3                        18     0.0226
met5                         -          0
met4                         0     0.0248
met2                       121      0.212
li1                       3173          -
-- logic make-up (layout without fill, tap and decap cells) --
kind of cell | Yosys count | count (layout) | share of synthesized area
compound gates | 145 | 145 | 0.125
simple gates | 296 | 296 | 0.202
buf+inv | 56 | 162 | 0.0294
mux | 63 | 63 | 0.0844
xor+xnor | 80 | 80 | 0.0870
flops | 124 | 124 | 0.393
fa+ha+maj | 47 | 47 | 0.0786
-- timing repair --
action,in CTS,in global routing
resized,0,1
endpoints found under the setup margin,0,1
hold buffers,0,0
Power is estimated from default activity; no workload was simulated.

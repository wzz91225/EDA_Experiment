==> flow/constraint.sdc <==
current_design VGA_TIMING_8b

set clk_period 4.4
set clk_io_pct 0.2

create_clock -name clk0 -period $clk_period [get_ports {VGA_CLK}]

set non_clock_inputs [all_inputs -no_clocks]
set_input_delay [expr $clk_period * $clk_io_pct] -clock clk0 $non_clock_inputs
set_output_delay [expr $clk_period * $clk_io_pct] -clock clk0 [all_outputs]
==> flow/run.sh <==
#!/bin/bash
# OpenROAD 26Q1-2900-gdf79404cd8, Yosys 0.63+post, stock flow scripts
make -C /OpenROAD-flow-scripts/flow DESIGN_CONFIG=/design/flow/config.mk WORK_HOME=/design/flow/orfs finish
==> flow/design.v <==
`timescale 1 ps/1 ps
module VGA_TIMING_8b(
	input						VGA_CLK					,  
	input						VGA_RST_N				,  
	output						VGA_HSYNC				,  
	output						VGA_VSYNC				,  
	output			[ 7:0]		VGA_R					,  
	output			[ 7:0]		VGA_G					,  
	output			[ 7:0]		VGA_B					,  
	output						VGA_SYNC_N				,  
	output						VGA_BLANK_N				,  
	output						VGA_DE					,  
	output						VGA_IF_RGBEN			,  
	input			[23:0]		VGA_BUF_RGB				   
);
	parameter					VGA_H_SyncPulse			= 11'd136			;  
	parameter					VGA_H_BackPorch			= 11'd160			;  
	parameter					VGA_H_ActiveVideo		= 11'd1024			;  
	parameter					VGA_H_FrontPorch		= 11'd24			;  
	parameter					VGA_V_SyncPulse			= 10'd6				;  
	parameter					VGA_V_BackPorch			= 10'd29			;  
	parameter					VGA_V_ActiveVideo		= 10'd768			;  
	parameter					VGA_V_FrontPorch		= 10'd3				;  
	parameter					VGA_H_time1				= VGA_H_SyncPulse					;  
	parameter					VGA_H_time2				= VGA_H_time1 + VGA_H_BackPorch		;  
	parameter					VGA_H_time3				= VGA_H_time2 + VGA_H_ActiveVideo	;  
	parameter					VGA_H_time4				= VGA_H_time3 + VGA_H_FrontPorch	;  
	parameter					VGA_V_time1				= VGA_V_SyncPulse					;  
	parameter					VGA_V_time2				= VGA_V_time1 + VGA_V_BackPorch		;  
	parameter					VGA_V_time3				= VGA_V_time2 + VGA_V_ActiveVideo	;  
	parameter					VGA_V_time4				= VGA_V_time3 + VGA_V_FrontPorch	;  
	reg							r_VGA_HSYNC				;
	reg							r_VGA_VSYNC				;
	reg							r_VGA_DE				;
	reg							r_VGA_IF_RGBEN			;
	reg				[ 7:0]		r_VGA_R					;
	reg				[ 7:0]		r_VGA_G					;
	reg				[ 7:0]		r_VGA_B					;
	reg				[10:0]		r_Hcount				;  
	reg				[09:0]		r_Vcount				;  
	wire						w_if_acitve				;  
	assign		VGA_HSYNC		= r_VGA_HSYNC			;
	assign		VGA_VSYNC		= r_VGA_VSYNC			;
	assign		VGA_DE			= r_VGA_DE				;
	assign		VGA_IF_RGBEN	= r_VGA_IF_RGBEN		;
	assign		VGA_R			= r_VGA_R				;
	assign		VGA_G			= r_VGA_G				;
	assign		VGA_B			= r_VGA_B				;
	assign		VGA_SYNC_N		= 1'b0					;
	assign		VGA_BLANK_N		= VGA_HSYNC & r_VGA_VSYNC	;  
	assign		w_if_acitve		= ((VGA_V_time2 < r_Vcount) && (r_Vcount <= VGA_V_time3)) ? 1'b1 : 1'b0;
	always @(negedge VGA_HSYNC or negedge VGA_RST_N) begin
		if (VGA_RST_N == 1'b0) begin
			r_Vcount		<= 10'd0;
			r_VGA_VSYNC		<= 1'b1;
		end else begin
			if (r_Vcount < VGA_V_time1) begin
				r_Vcount		<= r_Vcount + 10'd1;
				r_VGA_VSYNC		<= 1'b0;
			end else if (r_Vcount < VGA_V_time2) begin
				r_Vcount		<= r_Vcount + 10'd1;
				r_VGA_VSYNC		<= 1'b1;
			end else if (r_Vcount < VGA_V_time3) begin
				r_Vcount		<= r_Vcount + 10'd1;
				r_VGA_VSYNC		<= 1'b1;				
			end else if (r_Vcount < VGA_V_time4) begin
				if (r_Vcount == VGA_V_time4 - 10'd1) begin
					r_Vcount		<= 10'd0;
				end else begin
					r_Vcount		<= r_Vcount + 10'd1;
				end
				r_VGA_VSYNC		<= 1'b1;
			end else begin
				r_Vcount		<= 10'd0;
				r_VGA_VSYNC		<= 1'b1;
			end
		end
	end
	always @(posedge VGA_CLK or negedge VGA_RST_N) begin
		if (VGA_RST_N == 1'b0) begin
			r_Hcount		<= 0;
			r_VGA_HSYNC		<= 1'b1;
			r_VGA_DE		<= 1'b0;
			r_VGA_IF_RGBEN	<= 1'b0;
			r_VGA_R			<= 8'h0;
			r_VGA_G			<= 8'h0;
			r_VGA_B			<= 8'h0;
		end else begin
			if (r_Hcount < VGA_H_time1) begin
				r_Hcount		<= r_Hcount + 11'd1;
				r_VGA_HSYNC		<= 1'b0;
				r_VGA_DE		<= 1'b0;
				r_VGA_IF_RGBEN	<= 1'b0;
				r_VGA_R			<= 8'h0;
				r_VGA_G			<= 8'h0;
				r_VGA_B			<= 8'h0;
			end else if (r_Hcount < VGA_H_time2) begin
				r_Hcount		<= r_Hcount + 11'd1;
				r_VGA_HSYNC		<= 1'b1;
				r_VGA_DE		<= 1'b0;
				if (w_if_acitve) begin
					if (r_Hcount < VGA_H_time2 - 11'd3) begin
						r_VGA_IF_RGBEN	<= 1'b0;
					end else begin
						r_VGA_IF_RGBEN	<= 1'b1;
					end
				end else begin
					r_VGA_IF_RGBEN	<= 1'b0;
				end
				r_VGA_R			<= 8'h0;
				r_VGA_G			<= 8'h0;
				r_VGA_B			<= 8'h0;
			end else if (r_Hcount < VGA_H_time3) begin
				r_Hcount		<= r_Hcount + 11'd1;
				r_VGA_HSYNC		<= 1'b1;
				if (w_if_acitve) begin
					r_VGA_DE		<= 1'b1;
					if (r_Hcount < VGA_H_time3 - 11'd3) begin
						r_VGA_IF_RGBEN	<= 1'b1;
					end else begin
						r_VGA_IF_RGBEN	<= 1'b0;
					end
					r_VGA_R			<= VGA_BUF_RGB[23:16];
					r_VGA_G			<= VGA_BUF_RGB[15: 8];
					r_VGA_B			<= VGA_BUF_RGB[ 7: 0];
				end else begin
					r_VGA_DE		<= 1'b0;
					r_VGA_IF_RGBEN	<= 1'b0;
					r_VGA_R			<= 8'h0;
					r_VGA_G			<= 8'h0;
					r_VGA_B			<= 8'h0;
				end
			end else if (r_Hcount < VGA_H_time4) begin
				if (r_Hcount == VGA_H_time4 - 11'd1) begin
					r_Hcount		<= 11'd0;
				end else begin
					r_Hcount		<= r_Hcount + 11'd1;
				end
				r_VGA_HSYNC		<= 1'b1;
				r_VGA_DE		<= 1'b0;
				r_VGA_IF_RGBEN	<= 1'b0;
				r_VGA_R			<= 8'h0;
				r_VGA_G			<= 8'h0;
				r_VGA_B			<= 8'h0;
			end else begin
				r_Hcount		<= 0;
				r_VGA_HSYNC		<= 1'b1;
				r_VGA_DE		<= 1'b0;
				r_VGA_IF_RGBEN	<= 1'b0;
				r_VGA_R			<= 8'h0;
				r_VGA_G			<= 8'h0;
				r_VGA_B			<= 8'h0;
			end	
		end
	end
endmodule
==> flow/config.mk <==
export PLATFORM = sky130hd
export DESIGN_NAME = VGA_TIMING_8b
export DESIGN_NICKNAME = VGA_TIMING_8b
export VERILOG_FILES = /design/flow/design.v
export SDC_FILE = /design/flow/constraint.sdc
export NUM_CORES = 4
export LEC_CHECK = 1
export CORE_UTILIZATION = 40
==> impl_metrics.py <==
# Metrics from the implementation run
metrics = {
    "outcome": {
        "run_status": "finished clean",
    },
    "route": {
        "finalWirelength_um": 4417,
        "remaining_drc_errors": 0,
        "drt.antenna.violating_nets": 0,
        "drt-wirelength-per-cell_um": 13.43,
        "first_pass_iters": 4,
        "via_count": 1652,
        "vias_per_cell": 5.021,
        "detailedRoute.firstIterationViolations": 112,
        "num_antenna_cells": 0,
    },
    "sta": {
        "timing_max_transition_violations_final": 0,
        "clock.fmax_ghz": 0.4157,
        "setup_viol_count_final": 0,
        "time_the_final_worst_path_needs_with_i_o_delays_and_setup_ps": 2405,
        "worstMarginPinSlew_ps": 811.0,
        "setup_repair_after_global_routing_missed_its_margin": "false",
        "max-slew-margin-rel_pct": 45.93,
        "hold-worst-slack_ps": 508.1,
        "final.setup_skew_ps": 3.173,
        "setup_total_negative_slack_ps": 0,
        "setup_slack_ps": 1995,
        "unclocked_pins": 11,
        "finalHoldViolations": 0,
        "untimed_endpoints": 12,
        "fin_crit_sh_pct": 54.67,
    },
    "global_routing": {
        "grt_pass1_vias": 1504,
        "grt_first_pass_wirelength_um": 7665,
        "antenna_violations_before_repair": 0,
        "grt_remaining_overflow": 0,
        "largest_net_degree_at_the_start_of_global_routing": 50,
        "groute.usage.overall_pct": 17.05,
    },
    "worst_setup_path": {
        "crit_path_max_incr_delay_ps": 640,
        "worst_ep_required_time_ps": 3520,
        "timing_worst_setup_path_type": "reg -> out",
        "cpMaxStageDelayCell": "sky130_fd_sc_hd__dfstp_2",
        "cpLargestDelayFamily": "flip-flops",
        "critical_path_buf_inv_count": 1,
        "path_max_fanout": 13,
        "crit_path_start_kind": "register",
        "critical_path_arrival_ps": 1530,
        "crit_chain": "and2_1, clkdlybuf4s50_1",
        "element_type_at_the_critical_path_end": "output port",
    },
    "synthesis": {
        "synth.cell_area_sq_mm": 0.002186,
        "synth.cellmix.compoundShare_pct": 14.88,
        "postSynthAreaPerCell_sq_um": 10.41,
        "top_reg_cell_synth": "sky130_fd_sc_hd__dfrtp_1",
        "synth.yosys.num_cells": 210,
        "synthDominantCellAreaShare_pct": 42.36,
        "numSynthFlops": 49,
        "yosys-dominant-comb-family": "simple AND/OR/NAND/NOR gates",
        "synthXorXnorAreaFrac_pct": 6.010,
        "synth-simple-area-share_pct": 16.89,
        "netlist_top_cells_count": "37 x sky130_fd_sc_hd__dfrtp_1, 37 x sky130_fd_sc_hd__nor2_1, 26 x sky130_fd_sc_hd__o21ai_0",
        "synth.yosys.seq_area_share_pct": 56.21,
        "synth_warnings": 1,
        "synthTopCellsByArea": "sky130_fd_sc_hd__dfrtp_1 42%, sky130_fd_sc_hd__dfrtn_1 11%, sky130_fd_sc_hd__nor2_1 6.4%, sky130_fd_sc_hd__o21ai_0 6.0%, sky130_fd_sc_hd__xor2_1 4.4%",
        "yosysTopAreaCell": "sky130_fd_sc_hd__dfrtp_1",
        "yosys-stat-area_sq_mm": 0.002186,
        "yosys.cell_types.count": 46,
        "synthCells": 210,
        "ys_async_sr_fraction_pct": 100.0,
        "enable_flop_cells": 0,
        "synthAdderAreaFrac_pct": 1.717,
        "yosys-mux-area-fraction_pct": 0,
    },
    "place": {
        "io_buffer_count": 54,
        "place_worst_setup_slack_ps": 2273,
        "place_hpwl_um": 2949,
        "gp_congestion": 0.8231,
    },
    "layout": {
        "number_of_filler_cells_placed_in_the_layout": 436,
        "finish.utilization_pct": 55.18,
        "area.growth.synth_to_final_pct": 30.57,
        "drive_above_1_share_pct": 6.950,
    },
    "power": {
        "power.ir.vdd_worst_v": 0.0001759,
        "p_leak_uw": 0.001195,
        "power-per-cell-area_mw_per_mm2": 237.7,
    },
    "clock_tree": {
        "postCtsResizedCells": 0,
        "path_clk_slew_ps": 70,
        "cts_max_path_buffers": 2,
        "clkLatencyLatePin_ps": 280,
        "cts.repair_timing.setup_buffer_count": 0,
        "post_cts_hold_buffer_count": 0,
        "clock_tree.root_cell": "sky130_fd_sc_hd__clkbuf_8",
        "htree_levels": 2,
        "cts_inserted_buffers": 5,
        "tritoncts": "built",
    },
    "floorplan": {
        "die_h_um": 75.93,
        "num_io_pins": 56,
        "core_region_area_sq_mm": 0.005172,
        "fp.dieW_um": 75.93,
        "fp-row-count": 26,
        "total_die_area_sq_mm": 0.005765,
        "floorplan.core_util_pct": 42.26,
    },
    "job": {
        "maxCapViolations": 0,
        "warning_count": 26,
    },
    "min_path": {
        "hp-class": "reg -> reg",
    },
}
==> metrics by stage <==
step | std cells | instance area, sq um | total power [uW]
floorplan | 210 | 2186 | 357.1
global placement | 322 | 2741 | 386.9
detailed placement | 322 | 2741 | 387.1
CTS | 329 | 2854 | 691.0
global route | 329 | 2854 | 704.7
finish | 329 | 2854 | 678.3
==> logic make-up after synthesis <==
group	Yosys count
AND-OR/OR-AND	52
XOR/XNOR	15
adder cells (fa/ha/maj)	3
buffers and inverters	16
flip-flops	49
other	1
AND/OR/NAND/NOR	74
==> flip-flops by register name, indices dropped and copies added, names as in the netlist <==
register	flops
r_Hcount	11
r_VGA_B	8
r_VGA_DE	1
r_VGA_G	8
r_VGA_HSYNC	1
r_VGA_IF_RGBEN	1
r_VGA_R	8
r_VGA_VSYNC	1
r_Vcount	10
==> layout by cell type, fill, tap and decap left out, types with 2 or more instances in the layout <==
cell type	n
sky130_fd_sc_hd__a311o_1	2
sky130_fd_sc_hd__dfstp_2	2
sky130_fd_sc_hd__xor2_1	11
sky130_fd_sc_hd__dfrtn_1	10
sky130_fd_sc_hd__buf_4	2
sky130_fd_sc_hd__xnor2_1	4
sky130_fd_sc_hd__nor2b_1	2
sky130_fd_sc_hd__clkdlybuf4s50_1	53
sky130_fd_sc_hd__o2111ai_1	2
sky130_fd_sc_hd__nand4_1	4
sky130_fd_sc_hd__clkbuf_8	6
sky130_fd_sc_hd__nand3_1	4
sky130_fd_sc_hd__and2_1	3
sky130_fd_sc_hd__o21ai_0	26
sky130_fd_sc_hd__nor3_1	2
sky130_fd_sc_hd__nor2_1	37
sky130_fd_sc_hd__nand2_1	6
sky130_fd_sc_hd__ha_1	3
sky130_fd_sc_hd__dfrtp_1	37
sky130_fd_sc_hd__inv_1	2
sky130_fd_sc_hd__and3_1	5
sky130_fd_sc_hd__a21oi_1	11
==> area by class of cell <==
cell class / count / area [sq um] / share of cell area [%]
Multi-Input combinational cell: 145 / 867.1 / 30.38
Sequential cell: 49 / 1229 / 43.05
Timing Repair Buffer: 56 / 550.5 / 19.29
Clock buffer: 6 / 82.58 / 2.893
Inverter: 2 / 7.507 / 0.2630
Clock inverter: 1 / 30.03 / 1.052
Tap cell: 70 / 87.58 / 3.069
==> power breakdown <==
group	internal (uW)	switching (uW)	total, uW
Clock	181	117	299
Sequential	349	0	349
Combinational	19.6	11.0	30.6
==> routing by layer <==
layer  GRT usage (%)  part of all wire, %
met1           30.96                   49
met4           1.731                 0.50
met2           20.45                   41
met3           6.365                  9.2
met5               0                    0
==> path summary, 6_finish.rpt <==
check	start	to	slack (ps)	cells past startpoint
worst max-delay path	r_VGA_HSYNC	VGA_BLANK_N	1990	2
worst min-delay path	r_Hcount[0]	r_Hcount[0]	510	1
worst max register to register	r_Hcount[10]	r_VGA_IF_RGBEN	2340	4
worst min register to register	r_Hcount[0]	r_Hcount[0]	510	1
max in group asynchronous	VGA_RST_N	r_Hcount[9]	3280	2
min in group asynchronous	VGA_RST_N	r_VGA_B[0]	700	2
Power and IR drop assume default switching activity.
